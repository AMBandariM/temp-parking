<file path="/design/flow/config.mk">
export PLATFORM = sky130hd
export DESIGN_NAME = board_synt
export DESIGN_NICKNAME = board_synt
export VERILOG_FILES = /design/flow/design.v
export SDC_FILE = /design/flow/constraint.sdc
export NUM_CORES = 4
export LEC_CHECK = 1
export CORE_UTILIZATION = 40
</file>
<file path="/design/flow/constraint.sdc">
current_design board_synt

set clk_period 9.0
set clk_io_pct 0.2

create_clock -name clk0 -period $clk_period [get_ports {clk}]

set non_clock_inputs [all_inputs -no_clocks]
set_input_delay [expr $clk_period * $clk_io_pct] -clock clk0 $non_clock_inputs
set_output_delay [expr $clk_period * $clk_io_pct] -clock clk0 [all_outputs]
</file>
<file path="/design/flow/design.v">
module board_synt (
    input clk, reset, car_entered, is_uni_car_entered, car_exited, is_uni_car_exited,
    output reg [15:0] uni_parked_car, parked_car,
    output [15:0] uni_vacated_space, vacated_space,
    output uni_is_vacated_space, is_vacated_space
);
wire [5:0] hour, minute;
timer_synt tmr (clk, reset, hour, minute);
reg [15:0] uni_max, pub_max;
assign uni_vacated_space = uni_max <= uni_parked_car ? 0 : (pub_max > parked_car ? uni_max - uni_parked_car : 700 - parked_car - uni_parked_car);
assign vacated_space = pub_max <= parked_car ? 0 : (uni_max > uni_parked_car ? pub_max - parked_car : 700 - parked_car - uni_parked_car);
assign uni_is_vacated_space = uni_vacated_space > 0;
assign is_vacated_space = vacated_space > 0;
always @(hour) begin
    uni_max = 0; pub_max = 0;
    if (hour >= 8 && hour < 13) begin uni_max = 500; pub_max = 200; end
    else if (hour == 13) begin uni_max = 450; pub_max = 250; end
    else if (hour == 14) begin uni_max = 400; pub_max = 300; end
    else if (hour == 15) begin uni_max = 350; pub_max = 350; end
    else if (hour >= 16 && hour < 21) begin uni_max = 200; pub_max = 500; end
end
always @(posedge clk) begin
    if (car_exited) begin
        if (is_uni_car_exited && uni_parked_car != 0) uni_parked_car = uni_parked_car - 1;
        else if (parked_car != 0) parked_car = parked_car - 1;
    end
    if (car_entered) begin
        if (is_uni_car_entered && uni_parked_car < uni_max) uni_parked_car = uni_parked_car + 1;
        else if (parked_car < pub_max) parked_car = parked_car + 1;
    end
    if (reset) begin
        uni_parked_car =16'b0;
        parked_car =16'b0;
    end
end
endmodule
module timer_synt (
    input clk, reset,
    output reg [5:0] hour, minute
);
reg [25:0] counter;
always @(posedge clk) begin
    counter = counter + 1;
    if (counter >= 6000000) begin counter = 0; minute = minute + 1; end
    if (minute >= 60) begin minute = 0; hour = hour + 1; end
    if (hour >= 24) begin hour = 0; end
    if (reset) begin        
        hour = 6'b0;
        minute = 6'b0;
        counter = 26'b0;
    end
end
endmodule
</file>
<file path="/design/flow/run.sh">
#!/bin/bash
# OpenROAD 26Q1-2900-gdf79404cd8, Yosys 0.63+post, stock flow scripts
make -C /OpenROAD-flow-scripts/flow DESIGN_CONFIG=/design/flow/config.mk WORK_HOME=/design/flow/orfs finish
</file>
==> results.txt <==
fresh numbers from the pnr run: CTS Sinks 70, kind of critical path flip-flop to output pin, synth top area cells dfxtp_1, ha_1, xnor2_1, synthesized area 6980 um^2, # setup viols final 0, antenna-violating nets left 0, final worst path period need 7.70 ns, crit path max fanout 17, DR vias/cell approximately 5.5, yosys stat cell total between 900 and 1,000, CTS clk-pin slew, worst paths 0.05 ns, status finished clean, crit path DRT 7.20 ns, type of the most critical hold path flip-flop to flip-flop, CP arrival 5.90 ns, router iterations before antenna repair 4, Layout area overhead 18.3%, maximum vdd drop just under 0.0004 V, hold path depth 1, leakage 3.24 nW, switching share of total power 0.467, Commonest Layout Cell nor2_1, Std-Cell Rows between 40 and 50, Slew headroom 0.467, Mapped Cells ~930, post-synth top area cell dfxtp_1, CP Cell Sequence inv_1, ha_1, nor2b_1, or3_1, inv_1, a21oi_1, nand2_1, inv_1, ha_1, nor2b_1, o21ai_0, a21oi_1, o21ai_1, o21a_1, buf_4, a21oi_1, o21a_1, or4b_1, or4_1, or4b_1, clkdlybuf4s50_1, Remaining Overflow, GRT 0, die width 134 um, vias in the first global route just over 6,000, Setup TNS Final 0 ns, input/output buffers 71, Fin. Hold Viols 0, drt wl/cell about 16 um, YS warnings 2, unrepaired setup endpoints after global routing false, Comb power frac 0.780, drt drc 0, CTS Root Cell clkbuf_16, Reg2Reg Depth 19, Die Area 18,000 um^2, slowest cell on the critical path or4b_1, routed wire length 19,600 um, FP Core Util 0.415, Crit. End Element output pin, H-tree Lvls 3, Max-area cell share 0.201, cycle use final 0.856, io pins about 72, Synth Register Bits 70, Avg Cell Area, Syn 7.48 um^2, share of layout cells above drive strength 1 0.0469, first-pass GRT wire length 32,000 um, Async S/R FF share, synth 0, Global Route met1 Usage 0.356, # fillers between 1,500 and 2,000, n_diodes 0, Clk pwr share 0.097, Logic area 5150 um^2, startpoint types flip-flop, GRT busiest layer met1, clk_skew around 0.0085 ns, antenna violations before repair 0, critical path's largest stage delay 0.53 ns, Most common reg cell dfxtp_1, post_cts resized 0, Max Cap Violations 0, DIE HEIGHT 134 um, sequential power share 0.123, flip-flops with a built-in enable 0, Worst-Skew Late Latency 0.34 ns, 1st-iter DRT viols 474, NetSw roughly 0.0019 W, clock buffer count from CTS 9, Yosys chip area 6980 um^2, Synth Seq Share 0.201, Max Slew Vio Count 0, area of the core around 17,000 um^2, grt met3 use 0.0370, Top Layout Cells nor2_1, inv_1, ha_1, utilization after layout 0.491, clk buf depth 2, largest net degree at the start of global routing 44, RePlAce Congestion 0.976, DP Wirelength roughly 16,000 um, Via Count about 6,700, Log Warnings 33, cts hold-fix bufs 0, Post-CTS Setup Repair Bufs 0, P per Cell Area 485 nW/um^2, Int Pwr 0.00214 W, worst slew pin tran 0.800 ns, CTS tree yes, Reg area approximately 1400 um^2, Total GRT Usage 0.228, post-synth cell types between 70 and 80, GR Util met2 0.343, Fmax achieved 130 MHz
==> power groups by stage <==
stage | Clock, W | Sequential, W | Combinational (W)
after CTS | 0.000397 | 0.000492 | 0.00313
after global routing | 0.000406 | 0.000501 | 0.00351
final | 0.000387 | 0.000492 | 0.00312
==> cell families after synthesis <==
logic type,count (synthesis),synth area share
AND-OR/OR-AND,205,0.197
XOR/XNOR,87,0.109
adder cells (fa/ha/maj),77,0.141
buffers and inverters,114,0.0629
flip-flops,70,0.201
multiplexers,11,0.0163
other,1,0.000537
AND/OR/NAND/NOR,368,0.272
==> path summary, 6_finish.rpt <==
kind	from	endpoint	slack, ns
max	tmr.hour[0]	uni_is_vacated_space	1.30
min	tmr.counter[0]	tmr.counter[0]	0.46
max reg2reg	uni_parked_car[0]	parked_car[7]	3.95
min reg2reg	tmr.counter[0]	tmr.counter[0]	0.46
==> synthesized netlist by cell type (all sizes together) (10+ instances only) <==
| cell type | instances |
|---|---|
| o21a | 14 |
| ha | 74 |
| o21ai | 41 |
| nor2b | 16 |
| and3 | 10 |
| xnor2 | 60 |
| nand3 | 36 |
| nand4 | 15 |
| nand2b | 14 |
| a31oi | 10 |
| a21oi | 49 |
| a21o | 12 |
| nor4 | 14 |
| xor2 | 27 |
| clkbuf | 24 |
| inv | 84 |
| a211oi | 10 |
| nand2 | 74 |
| nor3 | 30 |
| nor2 | 102 |
| dfxtp | 70 |
==> layer usage <==
metal / wire length, um / part of all wire
met1: 9930 / 0.51
met2: 8470 / 0.43
met3: 984 / 0.050
met4: 259 / 0.013
met5: 0 / 0
==> state kept, by name, summed over array words and instances, names as in the netlist <==
name,count
tmr.counter,26
tmr.hour,6
tmr.minute,6
uni_parked_car,16
parked_car,16
==> area by class of cell <==
cell class / count / area share
clock buffer: 12 / 0.0311
clock inverter: 3 / 0.00818
inverter: 84 / 0.0382
multi-input combinational: 752 / 0.624
sequential: 70 / 0.170
tap: 220 / 0.0333
timing repair buffer: 82 / 0.0960
==> critical path: cells and delay by family, from the launching register on <==
family	cells	cell delay (ns)
flops	1	0.42
fa+ha+maj	2	0.47
buf+inv	5	1.04
simple gates	7	2.16
compound gates	7	1.46
==> stage by stage <==
stage	hold WS (ns)	instance area, um^2	instances	setup WS (ns)	power, W
floorplan	0.426	6990	936	2.77	0.00252
global placement	0.439	7940	1208	1.80	0.00362
detailed placement	0.451	7940	1208	1.68	0.00360
CTS	0.458	8260	1223	1.32	0.00402
global route	0.495	8260	1223	0.818	0.00441
finish	0.456	8260	1223	1.30	0.00400
Power is estimated from default activity; no workload was simulated.
